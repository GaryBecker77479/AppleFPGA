## flow/run.sh

```bash
#!/bin/bash
# OpenROAD 26Q1-2900-gdf79404cd8, Yosys 0.63+post, stock flow scripts
make -C /OpenROAD-flow-scripts/flow DESIGN_CONFIG=/design/flow/config.mk WORK_HOME=/design/flow/orfs finish
```

## flow/config.mk

```make
export PLATFORM = sky130hd
export DESIGN_NAME = clock
export DESIGN_NICKNAME = clock
export VERILOG_FILES = /design/flow/design.v
export SDC_FILE = /design/flow/constraint.sdc
export NUM_CORES = 4
export LEC_CHECK = 1
export CORE_UTILIZATION = 40
```

## flow/constraint.sdc

```tcl
current_design clock

set clk_period 7.0
set clk_io_pct 0.2

create_clock -name clk0 -period $clk_period [get_ports {clk_i}]
create_clock -name clk1 -period $clk_period [get_ports {ph_2}]

set non_clock_inputs [all_inputs -no_clocks]
set_input_delay [expr $clk_period * $clk_io_pct] -clock clk0 $non_clock_inputs
set_output_delay [expr $clk_period * $clk_io_pct] -clock clk0 [all_outputs]
```

## flow/design.v

```verilog
module clock(
	clk_i,		 
	ph_2,			 
	cs_i,			 
	address_i,	 
	db_o,			 
	db_i,			 
	reset_n,		 
	rw_n,			 
	tick_1hz_o,	 
	hours_t,
	hours_o,
	min_t,
	min_o,
	sec_t,
	sec_o
);
input 			clk_i;
input 			cs_i;
input				ph_2;
input		[3:0] address_i;
input				reset_n;
input				rw_n;
input		[7:0] db_i;
output	[7:0] db_o;
output			tick_1hz_o;
output	[1:0]	hours_t;
output	[3:0]	hours_o;
output	[2:0]	min_t;
output	[3:0]	min_o;
output	[2:0]	sec_t;
output	[3:0]	sec_o;
wire	[3:0]		YEARS_TENS;
wire	[3:0]		YEARS_ONES;
wire				MONTHS_TENS;
wire	[3:0]		MONTHS_ONES;
reg	[2:0]		DAY_WEEK;  
wire	[1:0]		DAYS_TENS;
wire	[3:0]		DAYS_ONES;
wire	[1:0]		HOURS_TENS;
wire	[3:0]		HOURS_ONES;
wire	[2:0]		MINUTES_TENS;
wire	[3:0]		MINUTES_ONES;
wire	[2:0]		SECONDS_TENS;
wire	[3:0]		SECONDS_ONES;
reg	[3:0]		YEARS_TENS_SET;
reg	[3:0]		YEARS_ONES_SET;
reg				MONTHS_TENS_SET;
reg	[3:0]		MONTHS_ONES_SET;
reg	[2:0]		DAY_WEEK_SET;
reg	[1:0]		DAYS_TENS_SET;
reg	[3:0]		DAYS_ONES_SET;
reg	[1:0]		HOURS_TENS_SET;
reg	[3:0]		HOURS_ONES_SET;
reg	[2:0]		MINUTES_TENS_SET;
reg	[3:0]		MINUTES_ONES_SET;
reg	[2:0]		SECONDS_TENS_SET;
reg	[3:0]		SECONDS_ONES_SET;
reg	[23:0]	TIME;
reg	[7:0]		db_reg;
reg	time_set_go;
wire		seconds_last;
wire		minutes_last;
wire		hours_last;
reg		onesec_pulse;
reg		tick_1hz;
assign   tick_1hz_o = tick_1hz;
assign	hours_t	= HOURS_TENS;
assign	hours_o	= HOURS_ONES;
assign	min_t		= MINUTES_TENS;
assign	min_o		= MINUTES_ONES;
assign	sec_t		= SECONDS_TENS;
assign	sec_o		= SECONDS_ONES;
always @(cs_i, address_i, YEARS_TENS, YEARS_ONES, MONTHS_TENS, MONTHS_ONES, DAY_WEEK, DAYS_TENS, DAYS_ONES,
			HOURS_TENS, HOURS_ONES, MINUTES_TENS, MINUTES_ONES, SECONDS_TENS, SECONDS_ONES)
begin
	if(cs_i)
	begin
		db_reg <= 8'h30;
		case(address_i)
			4'h0: db_reg[3:0] <= 4'd2;  
			4'h1: db_reg[3:0] <= 4'd0;
			4'h2: db_reg[3:0] <= YEARS_TENS;
			4'h3: db_reg[3:0] <= YEARS_ONES;
			4'h4: db_reg[0]   <= MONTHS_TENS;
			4'h5: db_reg[3:0] <= MONTHS_ONES;
			4'h6: db_reg[2:0] <= DAY_WEEK;
			4'h7: db_reg[1:0] <= DAYS_TENS;
			4'h8: db_reg[3:0] <= DAYS_ONES;
			4'h9: db_reg[3:0] <= HOURS_TENS;
			4'hA: db_reg[3:0] <= HOURS_ONES;
			4'hB: db_reg[2:0] <= MINUTES_TENS;
			4'hC: db_reg[3:0] <= MINUTES_ONES;
			4'hD: db_reg[2:0] <= SECONDS_TENS;
			4'hE: db_reg[3:0] <= SECONDS_ONES;
			4'hF: db_reg[7:0] <= 8'h00;  
		endcase
	end
	else
		db_reg <= 8'h00;
end
assign db_o = db_reg;
always @ (negedge ph_2) 
begin
	if(~reset_n)
	begin
		YEARS_TENS_SET			<= 4'd0;		 
		YEARS_ONES_SET			<= 4'd0;		 
		MONTHS_TENS_SET		<= 4'd0;			 
		MONTHS_ONES_SET		<= 4'd0;		 
		DAY_WEEK_SET			<= 4'd0;		 
		DAYS_TENS_SET			<= 4'd0;		 
		DAYS_ONES_SET			<= 4'd0;		 
		HOURS_TENS_SET			<= 4'd0;		 
		HOURS_ONES_SET			<= 4'd0;		 
		MINUTES_TENS_SET		<= 4'd0;		 
		MINUTES_ONES_SET		<= 4'd0;		 
		SECONDS_TENS_SET		<= 4'd0;		 
		SECONDS_ONES_SET		<= 4'd0;
		time_set_go <= 1'b0;
	end
	else
		time_set_go <= 1'b0;
		if(cs_i && ~rw_n)
			case(address_i[3:0])
				4'b0000:	time_set_go				<= db_i[7];			 
				4'b0001:	time_set_go				<= db_i[7];			 
				4'b0010:	YEARS_TENS_SET			<= db_i[3:0];		 
				4'b0011:	YEARS_ONES_SET			<= db_i[3:0];		 
				4'b0100:	MONTHS_TENS_SET		<= db_i[0];			 
				4'b0101:	MONTHS_ONES_SET		<= db_i[3:0];		 
				4'b0110:	DAY_WEEK_SET			<= db_i[2:0];		 
				4'b0111:	DAYS_TENS_SET			<= db_i[1:0];		 
				4'b1000:	DAYS_ONES_SET			<= db_i[3:0];		 
				4'b1001:	HOURS_TENS_SET			<= db_i[1:0];		 
				4'b1010:	HOURS_ONES_SET			<= db_i[3:0];		 
				4'b1011:	MINUTES_TENS_SET		<= db_i[2:0];		 
				4'b1100:	MINUTES_ONES_SET		<= db_i[3:0];		 
				4'b1101:	SECONDS_TENS_SET		<= db_i[2:0];		 
				4'b1110:	SECONDS_ONES_SET		<= db_i[3:0];		 
				4'b1111:;
			endcase
end
always @ (posedge clk_i)
begin
	if (TIME == 24'D12_499_999)
	begin
		TIME <= 24'H0000;
		tick_1hz <= ~tick_1hz;
		if(tick_1hz == 1'b0)
		begin
			onesec_pulse <= 1'b1;
		end
	end
	else
	begin
		TIME <= TIME + 1;
		onesec_pulse <= 1'b0;
	end
end
countbcd sec_i0  (
	.reset_n 				(reset_n),
	.clk_i 					(clk_i),
	.load_data_i			({SECONDS_TENS_SET,SECONDS_ONES_SET}),
	.load_en_i  			(time_set_go),
	.inc_i					(onesec_pulse),
	.data_o		   		({SECONDS_TENS, SECONDS_ONES}),
	.carry_lookahead_o	(seconds_last)
	);
defparam sec_i0.num_bits_p = 7;
defparam sec_i0.last_count_p = 7'h59;
countbcd min_i0  (
	.reset_n 				(reset_n),
	.clk_i 					(clk_i),
	.load_data_i			({MINUTES_TENS_SET, MINUTES_ONES_SET}),
	.load_en_i  			(time_set_go),
	.inc_i					(seconds_last),
	.data_o		   		({MINUTES_TENS, MINUTES_ONES}),
	.carry_lookahead_o	(minutes_last)
	);
defparam min_i0.num_bits_p = 7;
defparam min_i0.last_count_p = 7'h59;
countbcd hours_i0  (
	.reset_n 				(reset_n),
	.clk_i 					(clk_i),
	.load_data_i			({HOURS_TENS_SET, HOURS_ONES_SET}),
	.load_en_i  			(time_set_go),
	.inc_i					(minutes_last),
	.data_o		   		({HOURS_TENS, HOURS_ONES}),
	.carry_lookahead_o	(hours_last)
	);
defparam hours_i0.num_bits_p = 6;
defparam hours_i0.last_count_p = 6'h23;
countbcd days_i0  (
	.reset_n 				(reset_n),
	.clk_i 					(clk_i),
	.load_data_i			({DAYS_TENS_SET, DAYS_ONES_SET}),
	.load_en_i  			(time_set_go),
	.inc_i					(hours_last),
	.data_o		   		({DAYS_TENS, DAYS_ONES}),
	.carry_lookahead_o	(days_last)
	);
defparam days_i0.num_bits_p = 6;
defparam days_i0.last_count_p = 6'h31;
countbcd months_i0  (
	.reset_n 				(reset_n),
	.clk_i 					(clk_i),
	.load_data_i			({MONTHS_TENS_SET, MONTHS_ONES_SET}),
	.load_en_i  			(time_set_go),
	.inc_i					(days_last),
	.data_o		   		({MONTHS_TENS, MONTHS_ONES}),
	.carry_lookahead_o	(months_last)
	);
defparam months_i0.num_bits_p = 5;
defparam months_i0.last_count_p = 5'h12;
countbcd years_i0  (
	.reset_n 				(reset_n),
	.clk_i 					(clk_i),
	.load_data_i			({YEARS_TENS_SET, YEARS_ONES_SET}),
	.load_en_i  			(time_set_go),
	.inc_i					(months_last),
	.data_o		   		({YEARS_TENS, YEARS_ONES}),
	.carry_lookahead_o	(years_last)
	);
defparam years_i0.num_bits_p = 8;
defparam years_i0.last_count_p = 6'h99;
always @(posedge clk_i or negedge reset_n)
begin
	if(~reset_n)
		DAY_WEEK <= 3'd0;
	else if(time_set_go)
		DAY_WEEK <= DAY_WEEK_SET;
	else if(hours_last)
	begin
		if(DAY_WEEK <= 3'd7)
			DAY_WEEK <= 3'd0;
		else
			DAY_WEEK <= DAY_WEEK + 1;
	end
	else
		DAY_WEEK <= DAY_WEEK;
end
endmodule
module countbcd(
	reset_n,
	clk_i,
	load_data_i,
	load_en_i,
	inc_i,
	data_o,
	carry_lookahead_o);
parameter num_bits_p = 8;
parameter [num_bits_p-1:0] last_count_p = 8'h99;
input							reset_n;
input							clk_i;
input  [(num_bits_p-1):0]	load_data_i;
input							load_en_i;
input							inc_i;
output [(num_bits_p-1):0]	data_o;
output						carry_lookahead_o;
reg	[3:0] ones;
reg	[num_bits_p - 5:0] tens;
assign carry_lookahead_o = ({tens,ones} == last_count_p) & inc_i;
assign data_o = {tens,ones};
always @(posedge clk_i or negedge reset_n)
begin
	if(~reset_n)
	begin
		ones <= 0;
		tens <= 0;
	end
	else if(load_en_i)
	begin
		ones <= load_data_i[3:0];
		tens <= load_data_i[num_bits_p-1:4];
	end
	else if(inc_i)
	begin
		if(tens == last_count_p[num_bits_p-1:4] && ones == last_count_p[3:0])
		begin
			ones <= 4'h0;
			tens <= 0;
		end
		else if(ones == 4'h9)
		begin
			ones <= 0;
			tens <= tens + 1;
		end
		else
			ones <= ones + 1;
	end
	else
	begin
		ones <= ones;
		tens <= tens;
	end
end
endmodule
```

==> reports/results.tsv <==
metric	value	unit
Synth area leaders	dfxtp_1, dfrtp_1, nand2_1	
number of inserted diodes	0	
EDFF count, synth	1	
Top cell excl fill/tap	nand2_1	
largest net degree at the start of global routing	76	
most frequent cells in the layout	nand2_1, o21ai_0, dfxtp_1	
worst reg-to-reg setup slack	1510	ps
setup TNS	0	ps
DP HPWL	10500	um
P per Cell Area	237	nW/um2
largest reg by FF count	TIME	
DR vias	5208	
Crit Path Category	primary input to flip-flop	
# IOs	46	
first-pass GRT wire length	24900	um
Leakage	2.84	nW
port bufs	39	
Power Total	1.65	mW
Die ar.	14900	um2
area share, top type	0.236	
# Cells Yosys	688	
gr usage total	0.224	
final RePlAce weighted congestion	0.942	
DP Worst Slack	281	ps
Max Cap Violations	0	
Clk pwr share	0.480	
Worst EP required	3780	ps
fp_density	0.412	
syn avg cell area	8.38	um2
initial antenna violation count	0	
total gr overflow	0	
outcome	finished, final reports clean	
Slew headroom	0.477	
antenna viol nets, final	0	
row count	43	
drt initial violations	376	
switching fraction of total power	0.281	
RSZ-0062 raised after global routing	no	
chip area in the Yosys report	5760	um2
wire length per cell	16.1	um
Worst VDD drop	0.000121	V
Final Hold Vio Count	0	
TritonCTS clock tree	done	
critical-path maximum fanout	8	
Die Wd	122	um
cell type with the largest total area	dfxtp_1	
post-DR vias/cell	5.45	
YS warnings	10	
Setup-failing EPs final	0	
clk slew on worst S/H paths	60	ps
reg2reg start	time_set_go	
sequential area share after synthesis	0.424	
Core Region	14000	um2
Syn Std Cell Area	5760	um2
NetSw	0.464	mW
post-cts resize count	0	
Routed WL	15400	um
post-synth cell types	71	
worst r2r path cells	4	
Async S/R FF share, synth	0.378	
share of power burned in registers	0.425	
hold crit path type	flip-flop to flip-flop	
Hold EP	TIME[0]	
share of cells above drive strength 1	0.0774	
max FFs per register	24	
Residual DRC	0	
TritonRoute pass-1 iters	5	
hold_buf cts	0	
Gate Count Post-Synth	688	
setup ws final	545	ps
clk sinks	111	
Power Internal	1.19	mW
Die H	122	um
worst setup path startpoint	cs_i	
Main synth FF type	dfxtp_1	
Critical Path Start Type	primary input	
post-CTS setup buffers	0	
hold depth	1	
vias in the first global route	4870	
Hold Path Origin	TIME[0]	
Final Max Slew Viols	0	
Final Skew	13.6	ps
ys flops	111	
crit path DAT	3230	ps
reg2reg end	sec_i0.tens[2]	
Layout area overhead	20.8	%
Worst-Margin Slew	774	ps
tool warning count	79	
Comb power frac	0.095	
CP endpoint kind	flip-flop	
final cells by class:
type                    instances  area [um2]
flip-flops and latches        111        2440
clock inverters                51         239
fillers                      1311        7020
repair buffers                 57         536
inverters                      18        67.6
clock buffers                  15         364
well taps                     180         225
multi-input cells             523        3090
cell usage after synthesis (all sizes together), types with 3 or more instances:
cell type and instances:
nor2b 13, ha 18, nand4 11, o21ai 79, dfrtp 42, or3 3
mux2 4, o311ai 5, nand2b 6, xnor2 13, a211oi 4, buf 13
dfxtp 68, mux2i 8, nand4b 3, xor2 11, nand2 136, and3 7
a21oi 21, a22o 3, nand3 25, a22oi 7, nor3b 3, o41ai 3
o32ai 3, a31oi 3, nor2 53, clkbuf 23, o21a 3, a221o 8
inv 19, o31ai 3, or3b 4, nand3b 6, nor4 6, a221oi 5
nor3 11
stage by stage:
| stage | util | hold WS [ps] | instances | area (um2) |
|---|---|---|---|---|
| floorplan | - | 418 | 689 | 5770 |
| global placement | 0.455 | 429 | 890 | 6360 |
| detailed placement | 0.455 | 444 | 890 | 6360 |
| CTS | 0.498 | 457 | 955 | 6960 |
| global route | 0.498 | 468 | 955 | 6960 |
| finish | 0.498 | 453 | 955 | 6960 |
power groups by stage:
stage | Sequential (mW) | Combinational, mW | Clock (mW)
final | 0.702 | 0.157 | 0.794
after CTS | 0.702 | 0.158 | 0.821
after global routing | 0.706 | 0.179 | 0.864
metal layers:
| metal | vias up | part of all wire | global-route usage | wire, um |
|---|---|---|---|---|
| li1 | 2611 | - | - | - |
| met1 | 2454 | 0.47 | 0.334 | 7220 |
| met2 | 127 | 0.46 | 0.332 | 7080 |
| met3 | 16 | 0.058 | 0.0601 | 887 |
| met4 | 0 | 0.014 | 0.0548 | 212 |
| met5 | - | 0 | 0 | 0 |
worst max-delay path: stages:
cell and delay [ps]:
clkdlybuf4s50_1 610, nor2b_1 360, nand2_1 210, nor3_1 290, buf_4 210, nand2_1 60
o21ai_0 90
worst max path at each step:
stage,depth (start not counted),to,slack [ps]
CTS,7,DAYS_ONES_SET[1],600
finish,7,DAYS_ONES_SET[1],550
global route,7,DAYS_ONES_SET[2],450
cells by family (layout without fill, tap and decap cells):
family,Yosys count,in the layout,share of synthesized area
AND/OR/NAND/NOR,302,302,0.253
AND-OR/OR-AND,165,165,0.183
flip-flops,111,111,0.424
buffers and inverters,55,141,0.0419
XOR/XNOR,24,24,0.0365
adder cells (fa/ha/maj),18,18,0.0391
multiplexers,12,12,0.0217
other,1,2,0.000651
No activity file was given, so power comes from the tool's default toggle rates.
